## config.mk

```make
export PLATFORM = sky130hd
export DESIGN_NAME = pipe_kogge_stone_Nbit
export DESIGN_NICKNAME = pipe_kogge_stone_Nbit
export VERILOG_FILES = /design/flow/design.v
export SDC_FILE = /design/flow/constraint.sdc
export NUM_CORES = 4
export LEC_CHECK = 1
export CORE_UTILIZATION = 30
```

## constraint.sdc

```tcl
current_design pipe_kogge_stone_Nbit

set clk_period 3.6
set clk_io_pct 0.2

create_clock -name clk0 -period $clk_period [get_ports {CLK}]

set non_clock_inputs [all_inputs -no_clocks]
set_input_delay [expr $clk_period * $clk_io_pct] -clock clk0 $non_clock_inputs
set_output_delay [expr $clk_period * $clk_io_pct] -clock clk0 [all_outputs]
```

## design.v

```verilog
`timescale 1ns / 1ps
module B_cell(G,P,GG,PP,GGG,PPP);
	input G;
	input P;
	input GG;
	input PP;
	output GGG;
	output PPP;
	assign GGG = G | (P & GG);
	assign PPP = P & PP;
endmodule
module G_cell(G,P,GG,PP,GGG,PPP);
	input G;
	input P;
	input GG;
	input PP;
	output GGG;
	output PPP;
	assign GGG = G | (P& GG);
	assign PPP = P;
endmodule
module buffer(
	G,P,GGG,PPP
	);
	input G;
	input P;
	output GGG;
	output PPP;
	assign GGG = G;
	assign PPP = P;
endmodule
module kogge_stone_Nbit_NOCLK
	#(parameter bw = 32)
	(
	A,B,Cin,
	Sum,Cout
    );
	parameter integer level = $clog2(bw+1)+2;
	input [bw:1] A;
	input [bw:1] B;
	input Cin;
	output Cout;
	output [bw:1] Sum;
	wire Co;
	wire [bw:1] S;
	wire [bw:1] G;
	wire [bw:1] P;
	assign G = A & B;
	assign P = A ^ B;
	wire [(bw+1)*level:0] GG;
	wire [(bw+1)*level:0] PP;
	genvar i;
	genvar j;
	generate
		for(i=1; i <= level+1;i=i+1)begin:loop_init
			assign GG[(bw+1)*(i-1)] = Cin; 
			assign PP[(bw+1)*(i-1)] = 0;
		end
	endgenerate
	assign GG[bw:1] = A & B;
	assign PP[bw:1] = A ^ B;
	generate
		for(i=1; (2**(i-1))<= bw; i=i+1) begin :loop_1
			if(i > 1) begin
				for(j=2**(i-2); j <= bw; j = j+1) begin : loop_2
					if(j <=(2**(i-1)-1)) begin
						buffer U0(GG[(i-1)*(bw+1) + j], PP[(i-1)*(bw+1) + j],GG[i*(bw+1) + j], PP[i*(bw+1) + j]);
					end
				end
			end
			for(j=(2**(i-1)); j <= bw; j = j+1) begin :loop_3
				if(j <= (2**i -1)) begin
					G_cell U1(GG[(i-1)*(bw+1) + j], PP[(i-1)*(bw+1) + j], GG[(i-1)*(bw+1) + j - (2**(i-1))], PP[(i-1)*(bw+1) + j - (2**(i-1))],GG[i*(bw+1) + j], PP[i*(bw+1) + j]);
					assign Sum[j] = P[j] ^ GG[i*(bw+1) + j-1];
				end
				else	begin
					B_cell U2(GG[(i-1)*(bw+1) + j], PP[(i-1)*(bw+1) + j], GG[(i-1)*(bw+1) + j - (2**(i-1))], PP[(i-1)*(bw+1) + j - (2**(i-1))],GG[i*(bw+1) + j], PP[i*(bw+1) + j]);
				end
			end
			if(2**i > bw) begin
				assign Cout = GG[(i*(bw+1) + bw)];
			end
		end
	endgenerate
endmodule
module kogge_stone_Nbit #(parameter bw = 16)(
	A,B,cin,
	cout,sum,
	CLK, RESETn
    );
	parameter integer level = $clog2(bw+1)+2;
	input [bw:1] A;
	input [bw:1] B;
	input cin;
	input CLK;
	input RESETn;
	output reg cout;
	output reg [bw:1] sum;
	wire Co;
	wire [bw:1] S;
	wire [bw:1] G;
	wire [bw:1] P;
	assign G = A & B;
	assign P = A ^ B;
	wire [(bw+1)*level:0] GG;
	wire [(bw+1)*level:0] PP;
	genvar i;
	genvar j;
	generate
		for(i=1; i <= level+1;i=i+1)begin:loop_init
			assign GG[(bw+1)*(i-1)] = cin; 
			assign PP[(bw+1)*(i-1)] = 0;
		end
	endgenerate
	assign GG[bw:1] = A & B;
	assign PP[bw:1] = A ^ B;
	generate
		for(i=1; (2**(i-1))<= bw; i=i+1) begin :loop_1
			if(i > 1) begin
				for(j=2**(i-2); j <= bw; j = j+1) begin : loop_2
					if(j <=(2**(i-1)-1)) begin
						buffer U0(GG[(i-1)*(bw+1) + j], PP[(i-1)*(bw+1) + j],GG[i*(bw+1) + j], PP[i*(bw+1) + j]);
					end
				end
			end
			for(j=(2**(i-1)); j <= bw; j = j+1) begin :loop_3
				if(j <= (2**i -1)) begin
					G_cell U1(GG[(i-1)*(bw+1) + j], PP[(i-1)*(bw+1) + j], GG[(i-1)*(bw+1) + j - (2**(i-1))], PP[(i-1)*(bw+1) + j - (2**(i-1))],GG[i*(bw+1) + j], PP[i*(bw+1) + j]);
					assign S[j] = P[j] ^ GG[i*(bw+1) + j-1];
				end
				else	begin
					B_cell U2(GG[(i-1)*(bw+1) + j], PP[(i-1)*(bw+1) + j], GG[(i-1)*(bw+1) + j - (2**(i-1))], PP[(i-1)*(bw+1) + j - (2**(i-1))],GG[i*(bw+1) + j], PP[i*(bw+1) + j]);
				end
			end
			if(2**i > bw) begin
				assign Co = GG[(i*(bw+1) + bw)];
			end
		end
	endgenerate
	always@(posedge CLK, negedge RESETn) begin
		if(!RESETn) begin
			cout <= 0;
			sum <= 0;
		end else begin
			cout <= Co;
			sum <= S;
		end
	end
endmodule
module pipe_kogge_stone_Nbit(
	A,B,cin,
	cout,sum,
	CLK, RESETn
    );
	parameter bw = 16;
	parameter fbw = 32;
	parameter level = 6;
	input [fbw:1] A;
	input [fbw:1] B;
	input cin;
	input CLK;
	input RESETn;
	output reg cout;
	output reg [fbw:1] sum;
	wire Co;
	wire [fbw:1] S;
	wire [fbw:1] G;
	wire [fbw:1] P;
	assign G = A & B;
	assign P = A ^ B;
	wire [(bw+1)*level:0] GG;
	wire [(bw+1)*level:0] PP;
	wire [(bw+1)*level:0] p_GG; 
	wire [(bw+1)*level:0] p_PP;
	reg [bw:1] REG_GG;
	reg [bw:1] REG_PP;
	genvar i;
	genvar j;
	assign GG[bw:1] = A[bw:1] & B[bw:1];
	assign PP[bw:1] = A[bw:1] ^ B[bw:1];
	assign p_GG[bw:1] = REG_GG[bw:1];
	assign p_PP[bw:1] = REG_PP[bw:1];
	wire cl;
	wire [bw:1] aS;
	reg p_C;
	reg [bw:1]p_S;
	generate
		for(i=1; i <= level+1;i=i+1)begin:loop_init
			assign GG[(bw+1)*(i-1)] = cin; 
			assign PP[(bw+1)*(i-1)] = 0;
			assign p_GG[(bw+1)*(i-1)] = p_C;
			assign p_PP[(bw+1)*(i-1)] = 0;
		end
	endgenerate
	generate
		for(i=1; (2**(i-1))<= bw; i=i+1) begin :loop_1
			if(i > 1) begin
				for(j=2**(i-2); j <= bw; j = j+1) begin : loop_2
					if(j <=(2**(i-1)-1)) begin
						buffer U0(GG[(i-1)*(bw+1) + j], PP[(i-1)*(bw+1) + j],GG[i*(bw+1) + j], PP[i*(bw+1) + j]);
					end
				end
			end
			for(j=(2**(i-1)); j <= bw; j = j+1) begin :loop_3
				if(j <= (2**i -1)) begin
					G_cell U1(GG[(i-1)*(bw+1) + j], PP[(i-1)*(bw+1) + j], GG[(i-1)*(bw+1) + j - (2**(i-1))], PP[(i-1)*(bw+1) + j - (2**(i-1))],GG[i*(bw+1) + j], PP[i*(bw+1) + j]);
					assign S[j] = P[j] ^ GG[i*(bw+1) + j-1];
				end
				else	begin
					B_cell U2(GG[(i-1)*(bw+1) + j], PP[(i-1)*(bw+1) + j], GG[(i-1)*(bw+1) + j - (2**(i-1))], PP[(i-1)*(bw+1) + j - (2**(i-1))],GG[i*(bw+1) + j], PP[i*(bw+1) + j]);
				end
			end
			if(2**i > bw) begin
				assign cl = GG[(i*(bw+1) + bw)];
			end
		end
		for(i=1; (2**(i-1))<= bw; i=i+1) begin :loop_4
			if(i > 1) begin
				for(j=2**(i-2); j <= bw; j = j+1) begin : loop_5
					if(j <=(2**(i-1)-1)) begin
						buffer U0(p_GG[(i-1)*(bw+1) + j], p_PP[(i-1)*(bw+1) + j],p_GG[i*(bw+1) + j], p_PP[i*(bw+1) + j]);
					end
				end
			end
			for(j=(2**(i-1)); j <= bw; j = j+1) begin :loop_6
				if(j <= (2**i -1)) begin
					G_cell U1(p_GG[(i-1)*(bw+1) + j], p_PP[(i-1)*(bw+1) + j], p_GG[(i-1)*(bw+1) + j - (2**(i-1))], p_PP[(i-1)*(bw+1) + j - (2**(i-1))],p_GG[i*(bw+1) + j], p_PP[i*(bw+1) + j]);
					assign aS[j] = p_PP[j] ^ p_GG[i*(bw+1) + j-1];
				end
				else	begin
					B_cell U2(p_GG[(i-1)*(bw+1) + j], p_PP[(i-1)*(bw+1) + j], p_GG[(i-1)*(bw+1) + j - (2**(i-1))], p_PP[(i-1)*(bw+1) + j - (2**(i-1))],p_GG[i*(bw+1) + j], p_PP[i*(bw+1) + j]);
				end
			end
			if(2**i > bw) begin
				assign Co = p_GG[(i*(bw+1) + bw)];
			end
		end
	endgenerate
	 always@(posedge CLK, negedge RESETn) begin
		if(!RESETn) begin
			sum <= 0;
			cout <= 0;
			REG_GG <= 0;
			REG_PP <= 0;
			p_S <= 0;
			p_C <= 0;
		end else begin
			sum[bw:1] <= p_S;
			sum[fbw:bw+1] <= aS[bw:1];
			cout <= Co;
			REG_GG <= A[fbw:bw+1] & B[fbw:bw+1];
			REG_PP <= A[fbw:bw+1] ^ B[fbw:bw+1];
			p_S <= S[bw:1];
			p_C <= cl;
		end
	 end
endmodule
```

## run.sh

```bash
#!/bin/bash
# OpenROAD 26Q1-2900-gdf79404cd8, Yosys 0.63+post, stock flow scripts
make -C /OpenROAD-flow-scripts/flow DESIGN_CONFIG=/design/flow/config.mk WORK_HOME=/design/flow/orfs finish
```

==> impl_metrics.json <==
{
  "drt_iter0_drc": 78,
  "port_buffers": 99,
  "edf_count": 0,
  "drive_gt1_share_pct": 6.07,
  "min_period_ns": 2.58,
  "finalMaxSlewViolations": 0,
  "timing_worst_slew_pin_value_ns": 0.632,
  "synthTopCellsByArea": "dfrtp_1, ha_1, xnor2_1, a21oi_1, a21o_1",
  "async_reset_ff_share_pct": 100,
  "vias_per_cell": 4.75,
  "clock_sinks": 82,
  "syn_area_um2": 3640,
  "power_density_nw_per_um2": 502,
  "largest_area_cell": "dfrtp_1",
  "cts_root_buffer": "clkbuf_16",
  "numCtsBuffers": 9,
  "ys.flops": 82,
  "wl_per_cell_um": 12.7,
  "finalSetupViolCount": 0,
  "finalHoldViolations": 0,
  "finalCritPeriodShare_pct": 71.7,
  "grt_pass1_wl_um": 11700,
  "avgSynthCellArea_um2": 12.1,
  "top_cells_by_count": "dfrtp_1, ha_1, a21oi_1",
  "insertion_delay_ns": 0.33,
  "cap_violations": 0,
  "path_max_fanout": 3,
  "r2r_setup_slack_ns": 1.77,
  "setup_tns_ns": 0,
  "yosysCellCount": 301,
  "dp_cells": 539,
  "grt_pass1_vias": 2502,
  "internal_power_uw": 1950,
  "fillers": 1115,
  "postCtsHoldBufs": 0,
  "path_class": "input pin to flop",
  "row_count": 39,
  "yosysUniqueCellTypes": 44,
  "cts_setup_buffers": 0,
  "finalWorstSetupSlack_ns": 1.02,
  "startpoint_type": "input pin",
  "ant_nets": 0,
  "die_w_um": 112,
  "skew_ns": 0.00504,
  "drt_wl_total_um": 7050,
  "grt_use_total_pct": 11.9,
  "tool_warnings": 25,
  "yosysWarnings": 3,
  "hpwl_um": 5420,
  "arrival_ns": 2.78,
  "max_freq_ghz": 0.388,
  "combPwrFrac_pct": 19.3,
  "path_clk_slew_ns": 0.06,
  "post_cts_resized": 0,
  "top_area_share_pct": 56.4,
  "top_cell": "dfrtp_1",
  "layoutNonFillerInstCount": 555,
  "hp-class": "flop to flop",
  "final_util_pct": 44.0,
  "rr_worst_depth": 7,
  "pin_count": 100,
  "vias": 2635,
  "detail_route.first_pass.iterations": 15,
  "h-tree-depth": 3,
  "whs_path_depth": 0,
  "p_switching_uw": 617,
  "crit_required_ns": 3.80,
  "synthCells": 301,
  "gp_congestion": 0.842,
  "ys_seq_share_pct": 56.4,
  "fp_util_pct": 31.3,
  "grt_max_degree": 52,
  "place_ws_ns": 0.645,
  "grt.overflow.total": 0,
  "die-area_um2": 12600,
  "ys_area_um2": 3640,
  "clock_path_buffers": 2,
  "p_clk_share_pct": 36.4,
  "core_area_um2": 11600,
  "ir_drop_v": 0.000262,
  "diodes": 0,
  "end_kind": "flop",
  "p_leak_uw": 0.00224,
  "power_frac_seq_pct": 44.3,
  "drc": 0,
  "area_growth_pct": 40.3,
  "p_sw_share_pct": 24.0,
  "status": "complete, no violations",
  "die_height_um": 112,
  "synthFlopType": "dfrtp_1",
  "antenna_found_initial": 0,
  "rsz0062_at_grt": "false",
  "cts_tree": "done",
  "slew_headroom_pct": 57.8
}
## cell families (layout without fill, tap and decap cells)
logic type	count (synthesis)	in the layout	synth area share [%]
XOR/XNOR	29	29	6.98
buffers and inverters	10	121	1.10
AND/OR/NAND/NOR	57	57	7.70
AND-OR/OR-AND	89	89	16.0
flip-flops	82	82	56.4
adder cells (fa/ha/maj)	34	34	11.9
## stage by stage
stage	hold WS [ns]	cell area [µm²]	power, µW
floorplan	0.331	3640	1340
global placement	0.332	4790	1650
detailed placement	0.335	4790	1660
CTS	0.348	5100	2610
global route	0.353	5100	2710
finish	0.346	5100	2560
## cell usage in the layout, fill, tap and decap left out, drive strengths merged, types with 2 or more instances in the layout
cell type      instances
clkdlybuf4s50         98
nor2b                  2
o21a                   2
clkinv                 2
a21boi                 2
dfrtp                 82
buf                    2
nand4                  4
a31oi                  6
nand2                 18
and2                   5
xor2                   5
and3                   3
a21oi                 30
o21ai                 18
o211ai                 2
a21o                  14
nor2                  12
inv                    7
a221oi                 2
nand3                  6
ha                    33
clkbuf                10
xnor2                 24
a311oi                 3
a211oi                 2
o21bai                 3
## area by class of cell
type	count	area, µm²	area share [%]
clock inverters	6	72.6	1.42
clock buffers	10	239	4.68
multi-input cells	209	1550	30.3
inverters	5	18.8	0.368
well taps	143	179	3.50
repair buffers	100	996	19.5
flip-flops and latches	82	2050	40.2
## sequential cells by signal, indices dropped and copies added, names as in the netlist
signal and cells:
REG_PP 16, p_S 16, sum 32, cout 1, p_C 1, REG_GG 16
## power groups by stage
stage     combinational (µW)  sequential, µW  clock (µW)
5_1_grt                  556            1150        1000
4_1_cts                  507            1140         963
6_report                 495            1140         933
## worst paths after layout
kind / endpoint / start
setup / recovery: p_S[14] / A[1]
hold reg to reg: sum[9] / p_S[9]
setup reg to reg: sum[30] / p_C
min in group asynchronous: sum[32] / RESETn
max in group asynchronous: sum[8] / RESETn
hold / removal: sum[9] / p_S[9]
## metal layers
layer / vias up / track usage [%] / part of all wire (%)
li1: 1292 / - / -
met1: 1234 / 16.5 / 42
met2: 98 / 20.3 / 49
met3: 11 / 2.37 / 6.1
met4: 0 / 2.04 / 1.9
met5: - / 0 / 0
## critical path, stage by stage
cell and delay [ns]:
clkdlybuf4s50_1 0.46, fa_1 0.49, a211oi_1 0.23, o21ai_1 0.12, o21a_1 0.15, a21o_1 0.18
a221oi_1 0.26, o221ai_1 0.16
No activity file was given, so power comes from the tool's default toggle rates.
