==> design/flow/design.v <==
`timescale 1ns / 1ps
module encoder_add(
	A,B, product,
	out
);
	input [15:0] A, B;
	input [15:0] product;
	output [15:0] out;
	wire [4:0] bA = A[14:10];
	wire [4:0] bB = B[14:10];
	wire [9:0] sA = A[9:0];
	wire [9:0] sB = B[9:0];
	wire nzsA, nzsB;
	assign nzsA = (A[0] | A[1] | A[2] | A[3] | A[4] | A[5] | A[6] | A[7] | A[8] | A[9]);
	assign nzsB = (B[0] | B[1] | B[2] | B[3] | B[4] | B[5] | B[6] | B[7] | B[8] | B[9]);
	wire zA = ~(bA[0] | bA[1] | bA[2] | bA[3] | bA[4]);
	wire zB = ~(bB[0] | bB[1] | bB[2] | bB[3] | bB[4]);
	wire zzA = zA & ~(nzsA);
	wire zzB = zB & ~(nzsB);
	wire iA = bA[0] & bA[1] & bA[2] & bA[3] & bA[4];
	wire iB = bB[0] & bB[1] & bB[2] & bB[3] & bB[4];
	wire z = zzA | zzB;
	wire i = iA | iB;
	wire nanA = iA & nzsA;
	wire nanB = iB & nzsB;
	wire nan = nanA | nanB;
	wire [15:0] nanOut = {6'b011111,10'b1};
	wire [14:0] inf = 15'h7c00;
	wire sign = A[15]^B[15];
	assign out = nan ? nanOut : (zA ? B : (zB ? A : (iA ? (sign ? nanOut : {A[15],inf}) : (iB ? (sign ? nanOut : {A[15],inf}) : product))));
endmodule
module fp16adder(A, B, CLK, RESETn, sum);
	input [15:0] A, B;
	input CLK, RESETn;
	output reg [15:0] sum;
	wire [15:0] en_sum;
	wire [15:0] Sum;
	encoder_add en(A,B,Sum,en_sum);
	wire [4:0] exp, expA, expB, expA_R, expB_R;
	wire sA, sB, s, S, temp;
	wire [10:0] mtsA,  mtsB, mtsA_R, mtsB_R;
	wire [11:0] R_mts, mts_temp, mts;
	wire [11:0] mts_rnd;
	wire [4:0] Difference;
	wire g, r;
	wire rndup;
		assign sA = A[15];
		assign sB = B[15];
		assign expA = A[14:10];
		assign expB = B[14:10];
		assign mtsA = {1'b1, A[9:0]};
		assign mtsB = {1'b1, B[9:0]};
		wire [5:0] ex = {0, expA} - {0, expB};
		wire ez = ~(ex[5]|ex[4]|ex[3]|ex[2]|ex[1]|ex[0]);
		assign Difference = ~ex[5] ? expA - expB : expB - expA;
		assign expA_R = ez ? expA + 5'd1 : ~ex[5] ? expA + 5'd1 : expB + 5'd1;
		assign expB_R = ez ? expB + 5'd1 : ~ex[5] ? expA + 5'd1 : expB + 5'd1;
		assign mtsA_R = ez ? mtsA : ~ex[5] ? mtsA : mtsB;
		assign mtsB_R = ez ? mtsB : ~ex[5] ? mtsB >> Difference : mtsA >> Difference;
		assign S = ez ? 1'b1 : ~ex[5] ? 1'b1 : 1'b0;
		wire ss = sA ^ sB;
		assign R_mts = ss ? mtsA_R - mtsB_R : mtsA_R + mtsB_R;
		assign temp = sA ^ sB;
		assign s = S ? (sA ^ (R_mts[11] & temp)) : (sB ^ (R_mts[11] & temp));
		assign mts_temp = (R_mts[11] & temp) ? (~R_mts + 12'd1) : R_mts;
		assign mts = mts_temp[11:0];
		assign exp = expA_R;
		genvar i;
		wire [11:0] mmts [11:0];
		wire [4:0] ee [11:0];
		assign mmts[0] = mts;
		assign ee[0] = exp;
		generate
		for(i = 0; i < 11; i=i+1) begin :loop_1
			assign mmts[i+1] = mmts[i] << ~mmts[i][11];
			assign ee[i+1] = ee[i] - {4'b0, ~mmts[i][11]};
		end
		endgenerate
		wire [11:0] mm;
		assign mm = mmts[11];
		assign g = mm[1];
		assign r = mm[0];
		assign rndup = g & r;
		assign mts_rnd = mm + rndup;
		assign Sum = {s, ee[11], mts_rnd[10:1]};
	always@(posedge CLK, negedge RESETn) begin
		if(!RESETn) begin
			sum <= 0;
		end else begin
			sum <= en_sum;
	end
	end
endmodule
==> design/flow/run.sh <==
#!/bin/bash
# OpenROAD 26Q1-2900-gdf79404cd8, Yosys 0.63+post, stock flow scripts
make -C /OpenROAD-flow-scripts/flow DESIGN_CONFIG=/design/flow/config.mk WORK_HOME=/design/flow/orfs finish
==> design/flow/config.mk <==
export PLATFORM = sky130hd
export DESIGN_NAME = fp16adder
export DESIGN_NICKNAME = fp16adder
export VERILOG_FILES = /design/flow/design.v
export SDC_FILE = /design/flow/constraint.sdc
export NUM_CORES = 4
export LEC_CHECK = 1
export CORE_UTILIZATION = 30
==> design/flow/constraint.sdc <==
current_design fp16adder

set clk_period 1.0
set clk_io_pct 0.2

create_clock -name clk0 -period $clk_period [get_ports {CLK}]

set non_clock_inputs [all_inputs -no_clocks]
set_input_delay [expr $clk_period * $clk_io_pct] -clock clk0 $non_clock_inputs
set_output_delay [expr $clk_period * $clk_io_pct] -clock clk0 [all_outputs]
==> results.rst <==
Implementation results
======================

.. list-table::
   :header-rows: 1

   * - Metric
     - Value
   * - Yosys warning total
     - 1
   * - Number of port buffers
     - between 40 and 50
   * - Actual transition at the worst max-transition pin
     - roughly 0.64 ns
   * - Part of the Yosys area used for sequential elements
     - 6.92%
   * - Number of placement rows
     - around 50
   * - Violations in the final reports
     - negative setup slack
   * - Number of flip-flops under the largest register name
     - 16
   * - Met3 routed wirelength
     - ~970 um
   * - TritonCTS clock tree
     - done
   * - Detail-routed net length per standard cell
     - ~16 um
   * - Width of the die
     - between 100 and 150 um
   * - Share of synthesized registers carrying an async set or reset
     - about 100%
   * - Worst hold slack
     - around 0.28 ns
   * - Worst Setup End Kind
     - flop
   * - Final period demand of the worst path
     - 8.70 ns
   * - Least setup slack across all paths after layout
     - -7.70 ns
   * - Count of hold-fix buffers inserted at cts
     - 0
   * - Clk slew on worst S/H paths
     - approximately 0.040 ns
   * - Number of search-and-repair iterations in the first detailed-routing pass
     - 6
   * - OpenROAD warning count
     - 36
   * - Boundary Pins
     - around 50
   * - Maximum number of pins on one net before global-route repair
     - 18
   * - Number of max-slew violations in the final report
     - 0
   * - Largest registers ranked by flip-flop count
     - sum (16)
   * - Number of buffers created by CTS
     - 3
   * - Count of library flops with an enable pin
     - 0
   * - Number of antenna violations at the first check in global routing
     - 0
   * - Number of distinct standard cells referenced by the synthesized netlist
     - 101
   * - Timing startpoint of the critical path
     - A[11]
   * - Unrepaired setup endpoints after global routing
     - yes
   * - Init Core Util
     - between 30% and 40%
   * - Global-route usage over all layers
     - between 20% and 30%
   * - Required time of the critical path
     - between 1 and 1.5 ns
   * - Total clock sinks
     - 16
   * - Startpoint Class
     - input port
   * - Routability Congestion
     - about 1
   * - Syn Std Cell Area
     - 0.00579 mm^2
   * - Met1 layer wirelength in the final routing
     - between 10000 and 15000 um
   * - Path class of the lowest-slack min-delay path
     - input port to asynchronous set/reset pin
   * - Ant diodes
     - 0
   * - Total number of vias
     - between 7000 and 8000
   * - Proportion of layout cells with a drive suffix above 1
     - roughly 50%
   * - Delay of the slowest critical-path stage
     - roughly 0.67 ns
   * - Max-capacitance violation count
     - 0
   * - Leading register cell type out of synthesis
     - dfrtp_1
   * - Crit Path Max Fanout
     - 7
   * - Y dimension of the die
     - between 100 and 150 um
   * - Total count of hold-check failures in the final report
     - 0
   * - Dpl ws
     - -8.45 ns
   * - Total Wirelength
     - between 20000 and 25000 um
   * - Vias per Instance
     - about 5.3
   * - Worst max-slew margin expressed relative to the limit
     - a little under three fifths
   * - Buffer-and-inverter tally for the worst setup path
     - 11
   * - Largest delay contributor family on the critical path
     - adder cells
   * - Violation count after the first detailed-route iteration
     - between 500 and 600
   * - Wire length of the first global-routing pass
     - about 37000 um
   * - Number of H-tree levels
     - 1
   * - Arrival time reported for the critical path endpoint
     - just under 9 ns
   * - Startpoint-to-endpoint class of the critical path
     - input port to flop
   * - Number of standard cells reported by yosys
     - between 700 and 800
   * - Chip Area, Yosys
     - 0.00579 mm^2
   * - Via count of the first global-routing pass
     - ~7300
   * - Met2 Routed Length
     - approximately 11000 um
   * - Most flop-heavy register
     - sum
   * - Root buffer selected by CTS
     - clkbuf_16
   * - Setup-violating endpoint count in the final report
     - 16
   * - Post-layout period usage of the worst path
     - 870%
   * - CP most frequent cell
     - buf_4
   * - FF+latch count, synth
     - 16
   * - DPL Wire Length
     - ~19000 um
   * - Layout area overhead
     - 79.0%
   * - Global-route congestion overflow total
     - 0
   * - Outcome
     - complete, but fails checks
   * - Maximum clock frequency
     - 115 MHz
   * - Synth Instances
     - 778
   * - Synthesized area divided by synthesized cell count
     - ~7.4 um^2
   * - Area inside the core boundary
     - 0.0188 mm^2
   * - Overall chip area
     - ~0.020 mm^2
   * - Number of design rule violations left after detail routing
     - 0
   * - Final ANT Viol Nets
     - 0
   * - Cell with the largest stage delay on the worst path
     - fa_2
   * - Top Layer Used
     - met4
   * - Number of buffers on the longest clock path
     - 2
## cells in the final DEF, fill, tap and decap left out, drive strengths merged, types with 8 or more instances in the layout
cell / Yosys / final
a21o: 10 / 10
nor2: 83 / 83
a31oi: 15 / 15
mux4: 10 / 10
a221oi: 9 / 9
a21oi: 53 / 53
a211oi: 8 / 8
ha: 36 / 36
dfrtp: 16 / 16
or2: 8 / 8
nor4: 12 / 12
inv: 32 / 32
and2: 8 / 8
clkdlybuf4s15: 0 / 15
nand3: 30 / 30
xnor2: 34 / 34
o211ai: 20 / 20
nand2: 98 / 98
mux2i: 27 / 27
fa: 11 / 11
o21ai: 49 / 49
nand4: 8 / 8
xor2: 16 / 16
nor3: 28 / 28
buf: 19 / 374
o221ai: 8 / 8
and3: 8 / 8
clkdlybuf4s50: 0 / 23
## area by class of cell
class | instances | area (um^2)
flip-flops and latches | 16 | 400
inverters | 32 | 135
multi-input cells | 696 | 6040
well taps | 260 | 325
clock buffers | 3 | 75.1
repair buffers | 421 | 3380
fillers | 1595 | 8470
## metrics by stage
step                std cells  util (%)  cell area [um^2]  setup TNS (ns)
global route             1428      55.0             10400         -107.33
finish                   1428      55.0             10400         -101.68
CTS                      1415      53.2             10000         -100.32
floorplan                 778         -              6050          -96.99
global placement         1369      48.1              9050         -110.57
detailed placement       1369      48.1              9050         -110.78
## timing repair
action | CTS | global route
pin swaps | 65 | 48
buffers inserted | 43 | 13
resized | 173 | 55
setup endpoints to repair | 32 | 19
## cell usage after synthesis (all sizes together), types with 16 or more instances
cell,instances,area (um^2)
mux2i,27,270
nor2,83,322
xor2,16,140
ha,36,450
buf,19,134
a21oi,53,303
nand2,98,375
o211ai,20,160
nand3,30,150
o21ai,49,249
nor3,28,156
dfrtp,16,400
xnor2,34,313
inv,32,120
## worst paths after layout
check / to / cells past startpoint
max: sum[12] / 42
min: sum[1] / 2
max in group asynchronous: sum[9] / 2
min in group clk0: sum[10] / 5
## logic make-up (layout without fill, tap and decap cells)
group | after synthesis | after routing | share of synthesized area (%)
xor+xnor | 50 | 50 | 7.83
buf+inv | 66 | 456 | 5.36
mux | 40 | 40 | 9.14
fa+ha+maj | 48 | 48 | 11.8
compound gates | 245 | 245 | 31.8
flops | 16 | 16 | 6.92
simple gates | 313 | 313 | 27.2
## routing by layer
metal | up-vias | GRT usage, %
met5 | - | 0
met4 | 0 | 4.75
met3 | 35 | 1.35
met2 | 209 | 39.3
met1 | 3612 | 34.7
li1 | 3724 | -
